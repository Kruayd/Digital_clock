## flow/config.mk

```make
export PLATFORM = sky130hd
export DESIGN_NAME = debounce
export DESIGN_NICKNAME = debounce
export VERILOG_FILES = /design/flow/design.v
export SDC_FILE = /design/flow/constraint.sdc
export NUM_CORES = 4
export LEC_CHECK = 1
export CORE_AREA = 10 10 70 70
export DIE_AREA = 0 0 80 80
```

## flow/constraint.sdc

```tcl
current_design debounce

set clk_period 1.5
set clk_io_pct 0.2

create_clock -name clk0 -period $clk_period [get_ports {clock}]

set non_clock_inputs [all_inputs -no_clocks]
set_input_delay [expr $clk_period * $clk_io_pct] -clock clk0 $non_clock_inputs
set_output_delay [expr $clk_period * $clk_io_pct] -clock clk0 [all_outputs]
```

## flow/design.v

```verilog
module debounce (clock, noisy, debounced);
	parameter delay = 25;  
	input clock, noisy;
	output reg debounced;
	reg [4:0] count;  
	always @(posedge clock)
		if (noisy == 1 && debounced != noisy) begin
			debounced <= 1;
			count <= 0;
			end
		else if (count >= delay) debounced <= 0;
	else count <= count + 1;
endmodule
```

## flow/run.sh

```bash
#!/bin/bash
# OpenROAD 26Q1-2900-gdf79404cd8, Yosys 0.63+post, stock flow scripts
make -C /OpenROAD-flow-scripts/flow DESIGN_CONFIG=/design/flow/config.mk WORK_HOME=/design/flow/orfs finish
```

==> flow.log <==
[flow] final metrics
[metrics] DRC violations left: 0
[metrics] clock-pin slew on the worst setup and hold paths: about 0.050 ns
[metrics] iteration count of the initial detailed-routing pass: 4
[metrics] global-route wire length before repair: 972 um
[metrics] setup ws final: 0.151 ns
[metrics] Worst Setup Path Type: register to output port
[metrics] final core utilization: 11.8%
[metrics] buffer and inverter count on the worst path: 1
[metrics] min Tclk post-route: ~1.3 ns
[metrics] Final Hold Vio Count: 0
[metrics] Worst Clk Skew: 0.000736 ns
[metrics] Startpoint Class: register
[metrics] Final setup violation count: 0
[metrics] full die area: 6400 um^2
[metrics] Max Fanout on Critical Path: 3
[metrics] buffer type at the clock tree root: sky130_fd_sc_hd__clkbuf_4
[metrics] Finished Cell Area: around 400 um^2
[metrics] setup repair bufs after CTS: 0
[metrics] final std cells w/o fill: around 84
[metrics] YS warnings: 1
[metrics] cell count in the Yosys report: 32
[metrics] number of placement rows: 21
[metrics] cell depth of the worst flop-to-flop path: 5
[metrics] fraction of layout cells with a size suffix above 1: 21.1%
[metrics] cell with the largest stage delay on the worst path: sky130_fd_sc_hd__clkdlybuf4s50_1
[metrics] RSZ-0062 raised after global routing: false
[metrics] Sequential Power Share: approximately two fifths
[metrics] pin slew with the least headroom to its limit: 0.419 ns
[metrics] via count of the first global-routing pass: between 200 and 250
[metrics] TritonCTS sink count: 6
[metrics] number of levels in the clock H-tree: 1
[metrics] worst hold-check path type: register to register
[metrics] Netlist Area Pre-Place: 299 um^2
[metrics] Area growth syn-to-layout: 34.7%
[metrics] endpoint with the worst hold slack: debounced
[metrics] total placed instance area: 380 um^2
[metrics] number of cells after detailed placement: 81
[metrics] pre-CTS worst setup slack: 0.152 ns
[metrics] critical path's largest stage delay: approximately 0.47 ns
[metrics] total routing resource utilization after global routing: 1.74%
[metrics] setup slack of the worst register-to-register path: 0.35 ns
[metrics] Core Region: 3420 um^2
[metrics] Synth area leader: sky130_fd_sc_hd__dfxtp_1
[metrics] aggregate negative setup slack: 0 ns
[metrics] critical path required time: roughly 1.2 ns
[metrics] reg-to-reg startpoint: count[1]
[metrics] Synth Instances: 32
[metrics] maximum buffer depth of the clock tree: 2
[metrics] antenna violations before repair: 0
[metrics] worst hold start: debounced
[metrics] post-synthesis register bit count: 6
[metrics] synthesis area per yosys: roughly 300 um^2
[metrics] DP Wirelength: 397 um
[metrics] switching power share of the total: 38.3%
[metrics] number of I/O pins: 3
[metrics] Comb pwr share: 43.3%
[metrics] ordered list of cells on the worst path: clkdlybuf4s50_1
[metrics] Hold Slack: 0.503 ns
[metrics] cell types occupying the most area after synthesis: sky130_fd_sc_hd__dfxtp_1 (40%), sky130_fd_sc_hd__ha_1 (8.4%), sky130_fd_sc_hd__nor3_2 (6.7%)
[metrics] maximum capacitance violations: 0
[metrics] Detailed Route WL: roughly 570 um
[metrics] Placer Congestion: between 0.7 and 0.8
[metrics] Max rail drop VDD: approximately 0.25 mV
[metrics] total congestion overflow after global routing: 0
[metrics] TritonCTS clock tree: done
[metrics] nature of the critical path endpoint: output port
[metrics] Crit path arrival time: 1.05 ns
[metrics] wire length per cell after detailed routing: 6.74 um
[metrics] die width: around 80 um
[metrics] Final Power: 0.831 mW
[metrics] antenna-violating nets left: 0
[metrics] Yosys top cell area share: 40.2%
[metrics] LEAKAGE: 0.141 nW
[metrics] Hold Path Cell Cnt: 2
[metrics] clock share of power: between 10% and 20%
[metrics] status: finished, final reports clean
[metrics] die boundary height: around 80 um
[metrics] design internal power: between 0.5 and 0.6 mW
[metrics] Max transition margin: between 70 and 80%
[metrics] post-cts resize count: 0
[metrics] register share after synthesis: roughly 40%
[metrics] final critical-path share of the clock period: 90.0%
[metrics] Sw Pwr: 0.318 mW
[metrics] total inserted antenna cells: 0
[metrics] Clock Latency Late Sink: 0.24 ns
[metrics] terminus of the critical flop-to-flop path: count[2]
[metrics] CTS Hold Bufs: 0
[metrics] Cell Type Count: 20
[metrics] CTS buffer count: 3
[metrics] floorplan-stage core utilization: under 10%
[metrics] largest net degree at the start of global routing: 9
[metrics] Peak Freq: between 0.7 and 0.8 GHz
[metrics] Top delay family on crit path: buffers and inverters
[metrics] tool warnings: 26
[metrics] I/O Buffers: 2
[metrics] final slew viol count: 0
[metrics] mean cell area of the mapped netlist: slightly above 9 um^2
[metrics] number of violations reported at the end of detailed-routing iteration 0: 16
[metrics] number of vias per cell: 3.12
[metrics] ratio of total power to cell area: 2060 nW/um^2
[metrics] routed vias: ~260
-- cells by family (layout without fill, tap and decap cells) --
logic type	Yosys count	count (layout)	synth area share [%]
compound gates	8	8	17.2
fa+ha+maj	2	2	8.37
buf+inv	2	8	5.02
flops	6	6	40.2
simple gates	14	14	29.3
-- layout make-up --
| cell class | instances | area (um^2) |
|---|---|---|
| clock buffer | 3 | 22.5 |
| fill | 396 | 3010 |
| inverter | 1 | 3.75 |
| multi-input combinational | 24 | 164 |
| sequential | 6 | 120 |
| tap | 46 | 57.6 |
| timing repair buffer | 4 | 35.0 |
-- flip-flops by register name, summed over array words and instances (netlist names) --
signal,count
count,5
debounced,1
-- worst max-delay path by stage --
stage | slack, ns | depth (start not counted) | from | to
final | 0.15 | 1 | debounced | debounced
after CTS | 0.14 | 1 | debounced | debounced
after global routing | 0.13 | 1 | debounced | debounced
-- power by group through the flow --
stage	Sequential [mW]	Combinational [mW]	Clock (mW)
CTS	0.317	0.361	0.157
global route	0.329	0.416	0.164
finish	0.319	0.360	0.152
-- synth_stat cells --
library cell and count:
sky130_fd_sc_hd__o21ai_0 1, sky130_fd_sc_hd__o311ai_1 1, sky130_fd_sc_hd__nor3_2 2, sky130_fd_sc_hd__nor3b_1 1
sky130_fd_sc_hd__nand2b_1 1, sky130_fd_sc_hd__nor2_1 1, sky130_fd_sc_hd__o21bai_1 1, sky130_fd_sc_hd__a21oi_1 2
sky130_fd_sc_hd__nor2b_1 1, sky130_fd_sc_hd__nand2_2 1, sky130_fd_sc_hd__a31oi_1 2, sky130_fd_sc_hd__dfxtp_1 6
sky130_fd_sc_hd__ha_1 2, sky130_fd_sc_hd__nor3_1 3, sky130_fd_sc_hd__nor4_1 1, sky130_fd_sc_hd__buf_6 1
sky130_fd_sc_hd__nand3_1 2, sky130_fd_sc_hd__inv_1 1, sky130_fd_sc_hd__a211oi_1 1, sky130_fd_sc_hd__and3_1 1
-- cells in the final DEF, fill, tap and decap left out, drive strengths merged --
cell	instances
a21oi	2
o21bai	1
and3	1
buf	2
dfxtp	6
nor3b	1
a31oi	2
nor4	1
clkbuf	3
nor2b	1
inv	1
nand3	2
nor2	1
a211oi	1
o21ai	1
ha	2
o311ai	1
clkdlybuf4s50	2
nor3	5
nand2b	1
nand2	1
-- layer usage --
| metal | vias to the layer above | track usage, % | part of all wire [%] | wire (um) |
|---|---|---|---|---|
| li1 | 134 | - | - | - |
| met1 | 118 | 2.47 | 49 | 277 |
| met2 | 8 | 2.33 | 39 | 220 |
| met3 | 2 | 0.568 | 11 | 61 |
| met4 | 0 | 0.704 | 1.1 | 6 |
| met5 | - | 0 | 0 | 0 |
Power figures rest on the tool's default switching activity, not on a simulated workload.
