[./run.sh]
#!/bin/bash
# OpenROAD 26Q1-2900-gdf79404cd8, Yosys 0.63+post, stock flow scripts
make -C /OpenROAD-flow-scripts/flow DESIGN_CONFIG=/design/flow/config.mk WORK_HOME=/design/flow/orfs finish
[./config.mk]
export PLATFORM = sky130hd
export DESIGN_NAME = bcddisplay
export DESIGN_NICKNAME = bcddisplay
export VERILOG_FILES = /design/flow/design.v
export SDC_FILE = /design/flow/constraint.sdc
export NUM_CORES = 4
export LEC_CHECK = 1
export CORE_AREA = 10 10 76 76
export DIE_AREA = 0 0 86 86
[./constraint.sdc]
current_design bcddisplay

set clk_period 5.9
set clk_io_pct 0.2

create_clock -name clk0 -period $clk_period

set non_clock_inputs [all_inputs -no_clocks]
set_input_delay [expr $clk_period * $clk_io_pct] -clock clk0 $non_clock_inputs
set_output_delay [expr $clk_period * $clk_io_pct] -clock clk0 [all_outputs]
[./design.v]
module add3 (in, out);
	input [3:0] in;
	output reg [3:0] out;
	always @ (in)
	case (in)
	4'b0101: out <= 4'b1000;
	4'b0110: out <= 4'b1001;
	4'b0111: out <= 4'b1010;
	4'b1000: out <= 4'b1011;
	4'b1001: out <= 4'b1100;
	default: out <= in;
	endcase
endmodule
module bcddisplay (b, out_HEX1, out_HEX0);
	input [7:0] b;
	output [6:0] out_HEX1, out_HEX0;
	wire [3:0] c1,c2,c3,c4,c5,c6,c7;
	wire [3:0] d1,d2,d3,d4,d5,d6,d7;
	assign d1 = {1'b0, b[7:5]};
	assign d2 = {c1[2:0], b[4]};
	assign d3 = {c2[2:0], b[3]};
	assign d4 = {c3[2:0], b[2]};
	assign d5 = {c4[2:0], b[1]};
	assign d6 = {1'b0, c1[3], c2[3], c3[3]};
	assign d7 = {c6[2:0], c4[3]};
	add3 a1(d1, c1);
	add3 a2(d2, c2);
	add3 a3(d3, c3);
	add3 a4(d4, c4);
	add3 a5(d5, c5);
	add3 a6(d6, c6);
	add3 a7(d7, c7);
	wire [3:0] ONES = {c5[2:0], b[0]};
	wire [3:0] TENS = {c7[2:0], c5[3]};
	hexdisplay u0 (ONES, out_HEX0);
	hexdisplay u1 (TENS, out_HEX1);
endmodule
module hexdisplay (in_HEX, out_SEG);
	input [3:0] in_HEX;
	output reg [6:0] out_SEG;
	always @ (in_HEX)
	case (in_HEX)
		4'h0: out_SEG <= 7'b1000000;
		4'h1: out_SEG <= 7'b1111001;
		4'h2: out_SEG <= 7'b0100100;
		4'h3: out_SEG <= 7'b0110000;
		4'h4: out_SEG <= 7'b0011001;
		4'h5: out_SEG <= 7'b0010010;
		4'h6: out_SEG <= 7'b0000010;
		4'h7: out_SEG <= 7'b1111000;
		4'h8: out_SEG <= 7'b0000000;
		4'h9: out_SEG <= 7'b0011000;
		4'ha: out_SEG <= 7'b0001000;
		4'hb: out_SEG <= 7'b0000011;
		4'hc: out_SEG <= 7'b1000110;
		4'hd: out_SEG <= 7'b0100001;
		4'he: out_SEG <= 7'b0000110;
		4'hf: out_SEG <= 7'b0001110;
	endcase
endmodule
==> run notes <==
run metrics: count of cell types in the netlist=60, Worst Hold Class=in2out, via count=1,346, Syn Area/Cell=7.07 um^2, Reg area=0 um^2, Fin Setup TNS=0 ns, flip-flops=0, Net Sw Frac=0.456, Critical Path End Type=primary output, Synth warnings=2, ANT cells=0, total wire length=3180 um, clkbuf count=0, pwr/cell area=117 nW/um^2, RD Place Congestion=0.896, gr usage total=0.0815, Synth area leader=ha_1, Cells after Synth=180, DR iter-0 viols=188, vias in the first global route=1,213, yosys cell count=180, Least-Margin Pin Slew=0.545 ns, Post-CTS Repair Setup Buffers=0, CP Max Fanout=10, WS Path Type=in2out, Final Hold Viols=0, area reported by Yosys stat=1270 um^2, Core Util at FP=0.309, drt wl/cell=12.9 um, Post-synth area hogs=ha_1, buf_6, a21oi_1, Seq share, synth=0, HPWL Detailed=2480 um, IO Count=22, core area=4120 um^2, area grow syn2layout=21.6%, first-pass GRT wire length=5490 um, DRC=0, Worst EP arrival=4.43 ns, Final Power=0.181 mW, final period utilization=0.950, port bufs=22, Period minus WS final=5.61 ns, clock share of power=0, cts hold-fix bufs=0, cts repair resizes=0, DR pass1 iterations=4, Detail Route Antenna Nets=0, worst ir drop on vdd=0.0340 mV, Max Clock Freq=178 MHz, Critical Path Start Type=input pin, RSZ-0062 raised after global routing=false, Logic pwr share=1.000, Post-Syn Area=1270 um^2, layout cells sized above 1=0.132, DIE WIDTH=86 um, NetSw=0.0825 mW, Die Y=86 um, Internal=0.0984 mW, Final setup violation count=0, Max-slew headroom=0.634, status=finished clean, initial antenna violation count=0, sequential power share=0, tally of OpenROAD warnings=39, CP required=4.72 ns, Remaining Overflow, GRT=0, Slew Limit Fails=0, Die ar.=7400 um^2, num rows=23, Max-Cap Viols=0, Area leader share=0.0983, largest net degree at the start of global routing=28, Avg Vias per Cell=5.45, P_leak=0.635 nW
-- cell usage in the layout (no fill, tap or decap), types with 2 or more instances in the layout --
cell type and n:
ha_1 10, a211oi_1 2, and3b_1 2, o211ai_1 2, o21a_1 4, nand4_1 3
a21boi_0 2, nand3_1 3, dlymetal6s2s_1 2, clkdlybuf4s50_1 20, inv_1 9, nand2b_1 5
buf_4 14, xnor2_1 3, a21oi_1 9, nor4bb_1 3, o21ai_1 3, o22ai_1 3
a22oi_1 3, a22o_1 2, nand2_1 10, mux2i_1 4, o32ai_1 3, nor2_1 13
a31oi_2 2, and2b_1 3, and3_1 2, a21o_1 3, o21ai_0 9, nor3_1 7
nor3b_1 3, mux2_1 3, a221oi_1 3
-- cell families after synthesis --
logic type / Yosys count / synth area share
muxes: 8 / 0.0757
adders and majority gates: 10 / 0.0983
AOI/OAI and AO/OA: 62 / 0.351
and+or+nand+nor: 66 / 0.307
xor gates and xnor gates: 4 / 0.0275
buffers and inverters: 30 / 0.141
-- cells in the mapped netlist, types with 2 or more instances --
cell / number
nand3_1: 3
buf_2: 8
nor3b_1: 3
a22o_1: 2
o21ai_1: 3
nand4_1: 3
o22ai_1: 3
and3_1: 2
a22oi_1: 3
ha_1: 10
xnor2_1: 3
nor3_1: 7
mux2i_1: 4
nand2_1: 10
a221oi_1: 3
clkbuf_1: 2
mux2_1: 3
nand2b_1: 5
o211ai_1: 2
buf_4: 5
nor4bb_1: 3
buf_6: 5
a211oi_1: 2
a31oi_2: 2
a21boi_0: 2
and3b_1: 2
o32ai_1: 3
and2b_1: 3
inv_1: 9
a21oi_1: 10
o21ai_0: 9
o21a_1: 4
nor2_1: 13
a21o_1: 3
-- layout make-up --
type	count	area, um^2
Timing Repair Buffer	37	350
Inverter	10	37.5
Fill cell	429	2570
Multi-Input combinational cell	150	1100
Tap cell	50	62.6
-- power by group through the flow --
stage	logic [mW]	clock network [mW]	registers (mW)
after global routing	0.203	0	0
final	0.181	0	0
after CTS	0.182	0	0
-- path summary, 6_finish.rpt --
check / startpoint / end / slack, ns / cells after the start
min: b[1] / out_HEX0[6] / 3.54 / 5
max: b[4] / out_HEX0[0] / 0.29 / 13
-- layer usage --
metal	global-route usage	up-vias	wire, um	part of all wire
li1	-	708	-	-
met1	0.119	597	1560	0.49
met2	0.134	41	1460	0.46
met3	0.00763	0	162	0.051
met4	0	0	0	0
met5	0	-	0	0
-- metrics by stage --
step / std cells / utilization / cell area [um^2] / hold WS (ns) / worst slack [ns]
final: 247 / 0.376 / 1550 / 3.54 / 0.294
after global placement: 247 / 0.374 / 1540 / 3.55 / 0.221
after global routing: 247 / 0.376 / 1550 / 3.61 / 0.0145
after detailed placement: 247 / 0.374 / 1540 / 3.54 / 0.204
after CTS: 247 / 0.374 / 1540 / 3.55 / 0.178
after floorplan: 180 / - / 1270 / 2.54 / 1.09
-- worst max-delay path: stages --
cell             delay [ns]
clkdlybuf4s50_1        0.57
xnor2_1                0.36
a22oi_1                0.11
a31oi_1                0.25
or2_1                  0.18
nand2_1                0.08
a21oi_1                0.23
a21oi_2                0.08
ha_1                   0.20
mux2_1                 0.29
a22o_1                 0.23
a211o_1                0.28
clkdlybuf4s50_1        0.41
Power and IR drop assume default switching activity.
