**flow/design.v**
```verilog
module freqdivider(clock, newclock);
	input clock;
	output newclock;
	reg [19:0] counter;
	reg regclock;
	always @ (posedge clock)
		if (counter == 20'b0011_1101_0000_1001_0000) begin;
			counter <= 20'b0;
			regclock = ~regclock;
			end
		else
			counter <= counter + 1;
	assign newclock = (regclock==0);
endmodule
```
**flow/run.sh**
```bash
#!/bin/bash
# OpenROAD 26Q1-2900-gdf79404cd8, Yosys 0.63+post, stock flow scripts
make -C /OpenROAD-flow-scripts/flow DESIGN_CONFIG=/design/flow/config.mk WORK_HOME=/design/flow/orfs finish
```
**flow/config.mk**
```make
export PLATFORM = sky130hd
export DESIGN_NAME = freqdivider
export DESIGN_NICKNAME = freqdivider
export VERILOG_FILES = /design/flow/design.v
export SDC_FILE = /design/flow/constraint.sdc
export NUM_CORES = 4
export LEC_CHECK = 1
export CORE_AREA = 10 10 78 78
export DIE_AREA = 0 0 88 88
```
**flow/constraint.sdc**
```tcl
current_design freqdivider

set clk_period 2.8
set clk_io_pct 0.2

create_clock -name clk0 -period $clk_period [get_ports {clock}]

set non_clock_inputs [all_inputs -no_clocks]
set_input_delay [expr $clk_period * $clk_io_pct] -clock clk0 $non_clock_inputs
set_output_delay [expr $clk_period * $clk_io_pct] -clock clk0 [all_outputs]
```
==> summary.txt <==
Status: complete, no violations
Number of buffers created by CTS: 3
Top-count cell post-synth: dfxtp_1
Cell area after synthesis: 952.2 um2
Via density: 4.320
Vias: 648
Library cells used by synthesis: 24
IO Count: 2
Clock share of power: 38.4%
WHS: 0.4762 ns
First-pass GRT wire length: 2691 um
Worst-path fanout max: 11
Hpwl dp: 1087 um
Htree depth: 1
RR Startpoint: counter[0]$_SDFF_PN0_
Area contributors post-synth: dfxtp_1, xnor2_1, nor2_1, nor4_4, nand4_1
Antenna violations before repair: 0
Core footprint: 0.004414 mm2
Simple share: 31.54%
Hold_sp: counter[19]$_SDFF_PN0_
DR pass1 iterations: 4
Internal power: 401.6 uW
Leading area contributor after synthesis: dfxtp_1
Number of global-route vias before repair: 604
Max_slew headroom: 45.95%
Port Buf Inserts: 1
Crit. End Element: flop
P_leak: 0.3523 nW
Clk slew on worst S/H paths: 0.07 ns
Sequential share of power: 61.6%
Switching share of power: 17.69%
Net Switching: 86.30 uW
Clock Sinks: 21
Die H: 88 um
Fmax: 0.5135 GHz
Worst path arrival time: 1.83 ns
Total Routing Usage GR: 4.118%
Final WS setup: 0.8526 ns
Max-cap violations: 0
Row cnt: 24
WS Path Type: reg -> reg
Seq share, synth: 45.20%
Largest net degree at the start of global routing: 12
Post-synthesis instance total: 94
Placer Congestion: 0.8484
Tool warnings: 26
DRC Markers: 0
ANT nets after route: 0
Max VDD drop: 0.0001631 V
Final Routed Wirelength: 1491 um
Critical Path RT: 2.68 ns
Worst-Margin Slew: 0.8077 ns
Share of post-route cells with drive strength above 1: 12.24%
Fp_density: 21.57%
Commonest cells post-synth: dfxtp_1, nor2_1, xnor2_1
Post-Place Setup Slack: 0.8244 ns
Final Slew Violations: 0
Number of hold violations in the final report: 0
Setup Buffers After CTS: 0
TNS Setup: 0 ns
Filler cell count: 447
Die Wd: 88 um
CTS Root Cell: clkbuf_8
Dpl cells: 146
Ys flop type: dfxtp_1
Worst Setup SP: counter[0]$_SDFF_PN0_
Seq cells post-synth: 21
Yosys Chip Area: 952.2 um2
Hold_buf cts: 0
Yosys Instances: 94
Syn Area/Cell: 10.13 um2
Top cell area share: 42.05%
Post-synth EDFFs: 1
Top logic family: simple AND/OR/NAND/NOR gates
Yosys warns: 1
Area Growth Syn to Fin: 11.43%
Fin cells: 150
CTS tree: built
Number of diodes: 0
Aggregate global routing overflow: 0
XOR/XNOR Area Share: 15.64%
Endpoints failing setup: 0
Post-CTS Resized: 0
Critical path launch point type: flop
Pwr Total: 487.9 uW
Gate power share: 0%
Ys async rst share: 0%
RSZ-0062 raised after global routing: no
Clock Tree Buf Depth: 2
DR iter-0 viols: 48
Mux share: 0%
Synth Area in Adders: 2.628%
Complex Gates by Area: 1.445%
Tmin final: 1.947 ns
Chip area: 0.007744 mm2
Clock Latency Late Sink: 0.25 ns
DR WL/cell: 9.940 um
Fin crit share: 69.55%
Worst hold path class: reg -> reg
Power per Cell Area: 459.8 mW/mm2
Worst Skew: 0.002092 ns
area by class of cell:
type	instances	area, um2	area share, %
clock buffers	4	45.04	4.245
flip-flops and latches	21	430.4	40.57
repair buffers	1	10.01	0.9434
well taps	52	65.06	6.132
inverters	6	22.52	2.123
multi-input cells	66	488.0	45.99
critical path: stages, from the launching register on:
cell,delay [ns]
dfxtp_1,0.36
inv_1,0.08
ha_1,0.13
nor4b_1,0.23
nand3_1,0.14
nor2_1,0.64
kinds of logic after synthesis:
kind of cell               count (synthesis)
xor gates and xnor gates                  17
AOI/OAI and AO/OA                          2
DFF                                       21
buffers and inverters                      7
adders and majority gates                  2
and+or+nand+nor                           45
final timing paths:
check | depth (start not counted) | slack [ns] | end
min | 1 | 0.48 | counter[19]$_SDFF_PN0_
max reg2reg | 5 | 0.85 | regclock$_DFFE_PN_
max | 5 | 0.85 | regclock$_DFFE_PN_
min reg2reg | 1 | 0.48 | counter[19]$_SDFF_PN0_
metal layers:
| metal | up-vias | wire, um | GRT usage [%] |
|---|---|---|---|
| met1 | 309 | 772 | 5.610 |
| met4 | 0 | 31 | 0.8696 |
| met2 | 7 | 623 | 6.085 |
| met3 | 2 | 64 | 1.590 |
| met5 | - | 0 | 0 |
| li1 | 330 | - | - |
cells in the final DEF, fill, tap and decap left out, types with 2 or more instances in the layout:
cell type,n
dfxtp_1,20
nor2_1,14
xnor2_1,13
inv_1,6
nand3_1,6
nand4_1,6
nand2_1,4
xor2_1,4
nor4b_1,3
clkbuf_8,3
and3_1,2
nor4_4,2
ha_1,2
sequential cells by signal, indices dropped and copies added (netlist names):
register / cells
counter: 20
regclock: 1
metrics by stage:
step                      util (%)  cell area (um2)
after global routing         24.04             1061
after detailed placement     23.02             1016
after CTS                    24.04             1061
final                        24.04             1061
after floorplan                  -            952.2
after global placement       23.02             1016
power groups by stage:
stage     combinational [mW]  clock (mW)  sequential, mW
4_1_cts          0.000000157       0.196           0.300
5_1_grt          0.000000157       0.210           0.300
6_report         0.000000157       0.187           0.301
Power figures rest on the tool's default switching activity, not on a simulated workload.
